==> flow/design.v <==
module pwm #(
    parameter PWM_INTERVAL = 1200
)(
    input logic clk,
    input logic [$clog2(PWM_INTERVAL)-1:0] pwm_value,
    output logic pwm_out
);
    logic [$clog2(PWM_INTERVAL)-1:0] pwm_count = 0;
    always @(posedge clk) begin
        pwm_count <= (pwm_count >= PWM_INTERVAL-1) ? 0 : pwm_count + 1;
    end
    assign pwm_out = (pwm_count < pwm_value) ? 1'b1 : 1'b0;
endmodule
==> flow/run.sh <==
#!/bin/bash
# OpenROAD 26Q1-2900-gdf79404cd8, Yosys 0.63+post, stock flow scripts
make -C /OpenROAD-flow-scripts/flow DESIGN_CONFIG=/design/flow/config.mk WORK_HOME=/design/flow/orfs finish
==> flow/config.mk <==
export PLATFORM = sky130hd
export DESIGN_NAME = pwm
export DESIGN_NICKNAME = pwm
export VERILOG_FILES = /design/flow/design.v
export SDC_FILE = /design/flow/constraint.sdc
export NUM_CORES = 4
export LEC_CHECK = 1
export CORE_AREA = 10 10 70 70
export DIE_AREA = 0 0 80 80
==> flow/constraint.sdc <==
current_design pwm

set clk_period 4.3
set clk_io_pct 0.2

create_clock -name clk0 -period $clk_period [get_ports {clk}]

set non_clock_inputs [all_inputs -no_clocks]
set_input_delay [expr $clk_period * $clk_io_pct] -clock clk0 $non_clock_inputs
set_output_delay [expr $clk_period * $clk_io_pct] -clock clk0 [all_outputs]
==> qor.csv <==
metric,value,unit
status,"complete, no violations",
MaxCap Viol Count,0,
die area,6400,µm²
Die Wd,80,µm
Syn-to-layout area delta,27.43,%
Adder-Cell Fraction of Synth Area,19.47,%
CTS clock-pin slew for the worst setup and hold paths,0.07,ns
worst-case reg-to-reg path depth,5,
Slew headroom,47.09,%
via count,571,
drt initial violations,20,
Final Routed Wirelength,1295,µm
WP data arrival,2.86,ns
"Seq share, synth",31.15,%
Tmin final,3.721,ns
HPWL Detailed,1031,µm
DR DRC count,0,
initial antenna violation count,0,
GRT met1 Usage,5.597,%
Hold Crit Endpoint,pwm_count[0],
die y size,80,µm
Top reg by flops,pwm_count,
met3 global-route usage,2.273,%
TritonCTS buffer count,3,
core area,3416,µm²
post-DR wirelength/cell,9.120,µm
tool warning count,25,
Final Max Slew Viols,0,
CP Max Fanout,2,
vias per inst,4.021,
Placer Congestion,0.7431,
yosys warns,1,
post-layout period usage,86.54,%
antenna cells,0,
post_cts resized,0,
Final Hold Fails,0,
fraction of layout cells with a size suffix above 1,6.250,%
PnR worst setup slack,0.5787,ns
final setup fails,0,
Crit Path Category,input port to output port,
Final Skew,0.004177,ns
Util after Layout,26.37,%
postcts setup bufs,0,
clk latency late pin,0.27,ns
Port-buffer cells,12,
hold_buf cts,0,
"top cells, area","dfxtp_1 (31%), ha_1 (19%), xor2_1 (7.4%)",
first-pass GRT wire length,2283,µm
Synth top area share,31.15,%
GRT Total Usage,4.212,%
Unique cell types,23,
type of origin of the critical path,input port,
max FFs per register,11,
detailed-router iteration count before antenna repair,2,
Max Root-Sink Buffers,2,
vias in the first global route,543,
path category of the worst min-delay check,flop to flop,
# Cells Yosys,81,
dpl ws,0.5494,ns
Reg2Reg Setup Slack,2.43,ns
FP Rows,21,
worst slew pin tran,0.7902,ns
Mean Syn Cell Area,8.728,µm²
H-tree depth,1,
CTS tree,built,
R2R Path Start,pwm_count[0],
f_max,0.2687,GHz
Detail Route Antenna Nets,0,
Basic Gates by Area,19.12,%
AO/OA Area Share,13.45,%
Ports,13,
leading area contributor after synthesis,dfxtp_1,
Top Registers,pwm_count x11,
Mapped Cells,81,
Synth Register Bits,11,
hold wc startpoint,pwm_count[0],
clock root cell,clkbuf_4,
final setup TNS,0,ns
global-route met2 utilization,5.859,%
yosys stat area,706.9,µm²
"mux frac, synth",0,%
CP required,3.44,ns
Fillers,370,
fp_density,20.70,%
largest family of logic cells by area,adder cells,
largest net degree at the start of global routing,12,
P_leak,0.4516,nW
RSZ-0062 raised after global routing,no,
CTS Sinks,11,
FF-to-FF End,pwm_count[1],
Overflow after GRT,0,
maximum VDD drop,61.19,µV
GRT busiest layer,met2,
Critical Path Sink Type,output port,
Pwr per Cell Area,207.5,nW/µm²
hold path depth,1,
xor/xnor share,9.912,%
Syn Std Cell Area,706.9,µm²
## cells by family after synthesis
family          after synthesis
buf+inv                      11
simple gates                 26
fa+ha+maj                    11
xor+xnor                      8
compound gates               14
flops                        11
## critical path, cell delays in order
cell and delay (ns):
clkdlybuf4s50_1 0.45, inv_1 0.04, ha_1 0.30, a21o_1 0.18, a31oi_1 0.14, o21ai_0 0.12, a221oi_1 0.25, clkdlybuf4s50_1 0.53
## worst max-delay path by stage
stage,from,end,slack [ns]
global route,pwm_value[2],pwm_out,0.39
finish,pwm_value[2],pwm_out,0.58
CTS,pwm_value[2],pwm_out,0.55
## metal layers
metal | routed length (µm) | vias to the layer above
li1 | - | 316
met1 | 655 | 241
met2 | 501 | 12
met3 | 128 | 2
met4 | 9 | 0
met5 | 0 | -
## stage by stage
| stage | total power [W] | instance area [µm²] | hold WS, ns | std cells |
|---|---|---|---|---|
| floorplan | 0.0001100 | 706.9 | 0.4438 | 81 |
| global placement | 0.0001207 | 873.3 | 0.4659 | 138 |
| detailed placement | 0.0001209 | 873.3 | 0.4788 | 138 |
| CTS | 0.0001902 | 900.9 | 0.4955 | 142 |
| global route | 0.0001982 | 900.9 | 0.5301 | 142 |
| finish | 0.0001869 | 900.9 | 0.4875 | 142 |
## cell usage in the layout (no fill, tap or decap), drive strengths merged, types with 2 or more instances in the layout
cell,count
inv,10
and4,3
nor2,10
xnor2,2
nand4,2
xor2,6
o21ai,2
ha,11
dfxtp,11
clkbuf,3
a31oi,2
nand3,5
clkdlybuf4s50,12
a21o,4
nand2,3
a21oi,2
## synth_stat cells
master,number
a31oi_1,2
o21a_1,1
a21o_1,4
nand2b_1,1
buf_6,1
o21ai_0,2
inv_1,10
nand4_1,2
dfxtp_1,11
and4_2,1
o211ai_1,1
and4_1,2
a221oi_1,1
and2b_2,1
xnor2_1,2
xor2_1,6
nand3_1,5
nand2_1,3
and3_1,1
nor2_1,10
ha_1,11
a41oi_1,1
a21oi_1,2
## area by class of cell
cell class	count	area, µm²	share of cell area [%]
Clock inverter	1	5.005	0.5556
Tap cell	46	57.56	6.389
Sequential cell	11	220.2	24.44
Timing Repair Buffer	12	120.1	13.33
Multi-Input combinational cell	59	437.9	48.61
Clock buffer	3	22.52	2.500
Inverter	10	37.54	4.167
## power by group
part           switching [W]  internal, W
Clock              0.0000340    0.0000344
Sequential                 0     0.000102
Combinational     0.00000520    0.0000116
Power is estimated from default activity; no workload was simulated.
