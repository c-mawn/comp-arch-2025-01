==> flow/design.v <==
module smooth_cycle #(
    parameter PWM_INTERVAL = 1200,        
    parameter INC_DEC_INTERVAL = 5000,    
    parameter HOLD_OFF_STEPS = 800,       
    parameter RAMP_STEPS = 400,       
    parameter HOLD_ON_STEPS = 800,        
    parameter INIT_PHASE_OFFSET = 0       
)(
    input clk,
    output reg [10:0] pwm_value            
);
    localparam HOLD_OFF = 2'b00;
    localparam RAMP_UP = 2'b01;
    localparam HOLD_ON = 2'b10;
    localparam RAMP_DOWN = 2'b11;
    reg [1:0] state = HOLD_OFF;            
    reg [31:0] counter = 0;                
    reg [31:0] phase_counter;              
    reg [10:0] step_value = 3;             
    initial begin
        pwm_value = 0;
        state = HOLD_OFF;
        phase_counter = INIT_PHASE_OFFSET;  
    end
    always @(posedge clk) begin
        if (counter >= INC_DEC_INTERVAL - 1) begin
            counter <= 0;
            if (phase_counter >= (HOLD_OFF_STEPS + RAMP_STEPS + HOLD_ON_STEPS + RAMP_STEPS) - 1) begin
                phase_counter <= 0;
            end else begin
                phase_counter <= phase_counter + 1;
            end
            case (state)
                HOLD_OFF: begin
                    if (phase_counter >= HOLD_OFF_STEPS) begin
                        state <= RAMP_UP;
                    end
                end
                RAMP_UP: begin
                    if (pwm_value < PWM_INTERVAL - step_value) begin
                        pwm_value <= pwm_value + step_value;
                    end else begin
                        pwm_value <= PWM_INTERVAL;   
                        state <= HOLD_ON;
                    end
                end
                HOLD_ON: begin
                    if (phase_counter >= HOLD_OFF_STEPS + RAMP_STEPS + HOLD_ON_STEPS) begin
                        state <= RAMP_DOWN;
                    end
                end
                RAMP_DOWN: begin
                    if (pwm_value > step_value) begin
                        pwm_value <= pwm_value - step_value;
                    end else begin
                        pwm_value <= 0; 
                        state <= HOLD_OFF;
                    end
                end
            endcase
        end else begin
            counter <= counter + 1;
        end
    end
endmodule
==> flow/run.sh <==
#!/bin/bash
# OpenROAD 26Q1-2900-gdf79404cd8, Yosys 0.63+post, stock flow scripts
make -C /OpenROAD-flow-scripts/flow DESIGN_CONFIG=/design/flow/config.mk WORK_HOME=/design/flow/orfs finish
==> flow/config.mk <==
export PLATFORM = sky130hd
export DESIGN_NAME = smooth_cycle
export DESIGN_NICKNAME = smooth_cycle
export VERILOG_FILES = /design/flow/design.v
export SDC_FILE = /design/flow/constraint.sdc
export NUM_CORES = 4
export LEC_CHECK = 1
export CORE_UTILIZATION = 50
==> flow/constraint.sdc <==
current_design smooth_cycle

set clk_period 3.9
set clk_io_pct 0.2

create_clock -name clk0 -period $clk_period [get_ports {clk}]

set non_clock_inputs [all_inputs -no_clocks]
set_input_delay [expr $clk_period * $clk_io_pct] -clock clk0 $non_clock_inputs
set_output_delay [expr $clk_period * $clk_io_pct] -clock clk0 [all_outputs]
==> run notes <==
Entry: Yosys synthesis followed by OpenROAD place and route.

Global routing:
- The number of antenna violations at the first check in global routing was 0.
- Recorded from the global router log, the overflow total was 0.
- The run puts the overall track demand over capacity in global routing at 17.1%.
- The number of global-route vias before repair was 2154.
- The run puts the pin count of the biggest net entering global routing at 35.
- The run gives the first-pass GRT wire length as ~9300 µm.

STA:
- The routed design could run at a clock period as short as between 2 and 3 ns.
- Once routing completed, OpenROAD measured the worst setup slack at ~1.2 ns.
- The run gives the pin slew with the least headroom to its limit as between 0.8 and 0.9 ns.
- The run gives the worst relative slew slack as 45.3%.
- The run gives the final period utilization as a little under 70%.
- The most critical hold endpoint after final layout shows a slack of about 0.44 ns.
- The run gives the maximum operating frequency as between 300 and 400 MHz.
- The run puts the final hold violation count at 0.
- Setup total negative slack on the finished layout was measured at 0 ns.
- The run puts the final tally of setup violations at 0.
- The run puts the worst clock skew at between 0.008 and 0.009 ns.
- Setup repair after global routing left no endpoint under its margin.
- The run puts the count of pins over their slew limit at 0.

Route:
- The run gives the number of remaining DRC errors as 0.
- The run puts the detailed-route vias per instance at approximately 5.
- The run gives the average detailed-routed wire length per instance as roughly 12 µm.
- The run puts the final routed wirelength across all metal layers at between 5000 and 6000 µm.
- The run gives the number of diodes added for antenna fixing as 0.
- The run puts the via count at approximately 2300.
- The run puts the final antenna-violating net count at 0.
- The run puts the count of routing violations after the opening detailed-route iteration at approximately 130.
- The pre-antenna-repair detailed-routing pass consisted of 4 iterations.

Place:
- During placement, the flow inserted port buffers numbering 11.
- The run gives the post-placement setup slack as 1.21 ns.
- Detailed placement reports a standard cell area of ~0.0037 mm².
- The run puts the post-DP HPWL at between 3000 and 4000 µm.
- The run puts the number of placed cells counting well taps at approximately 430.
- The run puts the final weighted congestion of routability-driven global placement at around 0.84.

Yosys:
- The run puts the total number of yosys warnings at 1.
- The run gives the fraction of synthesized cell area taken by the top area cell type as 39.2%.
- Synthesis produced about 310 cells.
- The run puts the async set-or-reset flop fraction in the synthesized netlist at 0%.
- For this design, Yosys synthesis ends with a cell count of 314.
- The run gives the yosys-reported design area after synthesis as 0.00344 mm².
- The run gives the largest area contributor in the synthesized netlist as sky130_fd_sc_hd__edfxtp_1.
- In this run, synthesis inferred about 45 flip-flops with an integrated enable.
- The cell area that synthesis handed to floorplanning was between 0.003 and 0.004 mm².
- The run puts the mean instance size in the synthesized netlist at between 10 and 15 µm².
- The synthesis stat section lists a flop and latch total of roughly 77.
- The most used flip-flop cell after synthesis is sky130_fd_sc_hd__edfxtp_1.
- The run puts the distinct cell type count of the synthesized netlist at about 51.
- The run gives the sequential-to-total area share from yosys stat as about 58%.
- In the post-synthesis netlist, the biggest area contributors are sky130_fd_sc_hd__edfxtp_1 (39%), sky130_fd_sc_hd__dfxtp_1 (19%), sky130_fd_sc_hd__nor2_1 (4.0%), sky130_fd_sc_hd__xnor2_1 (3.8%), sky130_fd_sc_hd__ha_1 (3.3%).

Clocking:
- The run gives the buffer count from post-CTS setup fixing as 0.
- For this design, the CTS-stage hold fixing added 0 buffers.
- The run gives the deepest level of the CTS H-tree as 3.
- The run puts the total clock sinks at a little under 80.
- The run puts the total CTS buffers at 9.
- The run gives the clock tree buffer depth as 2.
- The run gives the TritonCTS clock tree as yes.
- The run gives the cell at the root of the clock tree as sky130_fd_sc_hd__clkbuf_8.
- At the later pin of the worst-skew pair, clock insertion delay measures 0.34 ns.
- On the worst setup and hold paths after CTS, the clock-pin slew comes to approximately 0.08 ns.
- After clock tree synthesis, the repair step resized 0 gates.

Pwr:
- The run gives the share of total power consumed by net switching as between 30% and 40%.
- The run puts the sequential share of power at between 40% and 50%.
- The run puts the part of the power in combinational logic at approximately 30%.
- The run puts the total leakage power at approximately 1.4 nW.
- The run puts the internal power component at between 1.5 and 2 mW.
- Looking at the VDD voltage map, the peak drop is 0.000308 V.
- The run puts the switching power total at 827 µW.
- The run gives the power density over the cells as roughly 660 mW/mm².
- After layout, the design draws a total of 2.61 mW.
- The run puts the share of power burned in the clock network at 25.2%.

Finish:
- The multi-input combinational cells in the finished layout cover a total of 0.00146 mm².
- The run puts the share of the core filled with cells in the final layout at a little over 60%.
- The run gives the post-route cell area as around 0.0040 mm².
- The run puts the post-synthesis to final-layout area growth at 15.1%.
- The final report lists a non-filler cell total of 443.
- The run puts the filler cell count at between 500 and 600.
- The run gives the share of cells above drive strength 1 as between 7 and 8%.
- The run puts the storage element area at roughly 0.002 mm².

Critical path:
- In this design, the stage delay of the slowest critical-path cell is approximately 0.79 ns.
- The run puts the data arrival time of the critical path at 2.73 ns.
- Along the worst path, the maximum fanout reaches 14.
- The data required time reported for the critical path is slightly below 4 ns.
- The run gives the path type of the worst setup path as reg -> reg.
- STA classifies the critical path endpoint as a flop.
- The signal on the critical path passes through or4_4 -> o41ai_4 -> o41ai_2 -> nor3b_2.
- Looking at the critical path, the single cell with the biggest stage delay is sky130_fd_sc_hd__o41ai_4.
- The run gives the type of origin of the critical path as a flop.

Die:
- According to the floorplan log, the row count is 29.
- The run puts the core box area at ~0.0065 mm².
- The run puts the x dimension of the die at about 85 µm.
- The run gives the starting utilization of the core area as 53.0%.
- The run gives the floorplan die area as between 0.007 and 0.008 mm².
- The floorplan step set the die height to about 85 µm.
- 12 I/O pins were placed.

Hold path:
- The most critical min-delay path falls under reg -> reg.

Job:
- OpenROAD emitted warnings numbering 32.
- The run puts the total of max-cap violations at 0.

Run status:
- The flow ran to the end, and the final reports show no timing, DRC or antenna violations.
placed cells by master, fill, tap and decap left out, drive strengths merged, types with 12 or more instances in the layout:
cell | synthesis | final
conb | 1 | 39
nand3 | 14 | 14
clkbuf | 11 | 12
nor3 | 15 | 15
nor4 | 15 | 15
dfxtp | 32 | 32
nor2 | 37 | 37
edfxtp | 45 | 45
inv | 16 | 17
nand2 | 18 | 18
xnor2 | 15 | 15
logic make-up (layout without fill, tap and decap cells):
logic type / after synthesis / in the layout / share of synthesized area (%)
AOI/OAI and AO/OA: 45 / 45 / 9.95
other: 1 / 39 / 0.109
buffers and inverters: 31 / 45 / 3.89
muxes: 2 / 2 / 0.581
and+or+nand+nor: 127 / 127 / 18.8
adders and majority gates: 9 / 9 / 3.27
xor gates and xnor gates: 22 / 22 / 5.59
DFF: 77 / 77 / 57.8
power groups by stage:
stage	Clock [mW]	Combinational (mW)	Sequential [mW]
global route	0.709	0.863	1.20
CTS	0.675	0.783	1.18
finish	0.657	0.778	1.18
final timing paths:
check,end,slack (ns),from,depth (start not counted)
max,state[1]$_DFFE_PP_,1.21,pwm_value[5]$_DFFE_PP_,4
max reg2reg,state[1]$_DFFE_PP_,1.21,pwm_value[5]$_DFFE_PP_,4
min,counter[0]$_SDFF_PP0_,0.44,counter[0]$_SDFF_PP0_,1
min reg2reg,counter[0]$_SDFF_PP0_,0.44,counter[0]$_SDFF_PP0_,1
flip-flops by register name, summed over array words and instances, names as in the netlist:
register / cells
state: 2
phase_counter: 32
counter: 32
pwm_value: 11
synthesized netlist by cell type, types with 2 or more instances:
| master | number |
|---|---|
| sky130_fd_sc_hd__nand4_1 | 5 |
| sky130_fd_sc_hd__nor2_1 | 37 |
| sky130_fd_sc_hd__nor4_1 | 15 |
| sky130_fd_sc_hd__ha_1 | 9 |
| sky130_fd_sc_hd__o21ai_0 | 8 |
| sky130_fd_sc_hd__dfxtp_1 | 32 |
| sky130_fd_sc_hd__inv_1 | 16 |
| sky130_fd_sc_hd__o32ai_1 | 2 |
| sky130_fd_sc_hd__edfxtp_1 | 45 |
| sky130_fd_sc_hd__or2_2 | 3 |
| sky130_fd_sc_hd__nor3b_1 | 3 |
| sky130_fd_sc_hd__clkbuf_1 | 11 |
| sky130_fd_sc_hd__o32a_1 | 3 |
| sky130_fd_sc_hd__xnor2_1 | 15 |
| sky130_fd_sc_hd__a31oi_1 | 3 |
| sky130_fd_sc_hd__o211ai_1 | 5 |
| sky130_fd_sc_hd__nand2_1 | 18 |
| sky130_fd_sc_hd__and4_1 | 2 |
| sky130_fd_sc_hd__or3_1 | 3 |
| sky130_fd_sc_hd__and3b_1 | 2 |
| sky130_fd_sc_hd__buf_6 | 2 |
| sky130_fd_sc_hd__a21oi_1 | 7 |
| sky130_fd_sc_hd__and3_1 | 2 |
| sky130_fd_sc_hd__o21a_1 | 2 |
| sky130_fd_sc_hd__buf_2 | 2 |
| sky130_fd_sc_hd__nand3_1 | 14 |
| sky130_fd_sc_hd__nor3_1 | 15 |
| sky130_fd_sc_hd__xor2_1 | 7 |
| sky130_fd_sc_hd__mux2i_1 | 2 |
| sky130_fd_sc_hd__nor2b_1 | 3 |
layout make-up:
| type | instances | area share, % |
|---|---|---|
| sequential | 77 | 50.2 |
| clock buffer | 12 | 4.51 |
| tap | 77 | 2.43 |
| inverter | 16 | 1.51 |
| multi-input combinational | 244 | 36.9 |
| clock inverter | 4 | 1.26 |
| timing repair buffer | 13 | 3.16 |
worst max-delay path, delay by kind of cell (launching register included):
kind,cells,cell delay [ns]
and+or+nand+nor,2,0.86
DFF,1,0.53
AOI/OAI and AO/OA,2,0.99
per-layer routing:
metal / GRT usage (%) / vias to the layer above / share of wire, %
met5: 0 / - / 0
met4: 3.70 / 0 / 2.1
met3: 3.46 / 13 / 3.1
met2: 25.1 / 32 / 44
met1: 28.8 / 1015 / 51
li1: - / 1196 / -
Power figures rest on the tool's default switching activity, not on a simulated workload.
